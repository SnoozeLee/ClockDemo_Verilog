==> design.v <==
module Counter24 (
    output_state,
    rco,
    rst, en, clk, load,
    data
);
output wire[6:0] output_state;
output reg rco;                  
input wire rst, en, clk, load;    
input wire[6:0] data;        
reg[6:0] state;
always @(posedge clk or posedge rst) begin
    if(rst) begin
        state <= 7'b0000000;
    end
    else if(clk) begin
        if(!load) begin 
            if(en) begin
                if(state+1==24) begin 
                    state <= 7'b0000000; 
                    rco = 1;
                end
                else begin 
                    state <= state +1 ; 
                    rco = 0;
                end    
            end
            else begin
                state <= state;   
            end
        end
        else begin state <= data; end    
    end
end
assign output_state = state;
endmodule  
==> run.sh <==
#!/bin/bash
# OpenROAD 26Q1-2900-gdf79404cd8, Yosys 0.63+post, stock flow scripts
make -C /OpenROAD-flow-scripts/flow DESIGN_CONFIG=/design/flow/config.mk WORK_HOME=/design/flow/orfs finish
==> config.mk <==
export PLATFORM = sky130hd
export DESIGN_NAME = Counter24
export DESIGN_NICKNAME = Counter24
export VERILOG_FILES = /design/flow/design.v
export SDC_FILE = /design/flow/constraint.sdc
export NUM_CORES = 4
export LEC_CHECK = 1
export CORE_AREA = 10 10 70 70
export DIE_AREA = 0 0 80 80
==> constraint.sdc <==
current_design Counter24

set clk_period 1.7
set clk_io_pct 0.2

create_clock -name clk0 -period $clk_period [get_ports {clk}]

set non_clock_inputs [all_inputs -no_clocks]
set_input_delay [expr $clk_period * $clk_io_pct] -clock clk0 $non_clock_inputs
set_output_delay [expr $clk_period * $clk_io_pct] -clock clk0 [all_outputs]
==> run summary <==
Results of the run.

The final timing summary puts the cycle share of the worst path at 93.1%. The vias per cell is approximately 3.7. Counting the warning lines in the Yosys log gives 1. The combinational share of power is 24.7%. The utilization of the core after routing is about 22%. The count of final max-slew check failures is 0. Setup repair after global routing left no endpoint under its margin. The reg2reg setup slack is 420 ps. The number of buffers inserted to repair setup after CTS is 0. Synthesis handed over a netlist of 51 instances.

The max-cap check violation count is 0. The count of warning messages emitted by the tools is 25. After detailed routing, the total wire length is approximately 1300 microns.

The register clock-pin slew on the reported worst setup and hold paths is 50 ps. The total die size is 6400 sq um. Global routing used 4.43% of the available tracks.

The smallest clock period supported by the final layout is computed as 1580 ps. The STA report counts the stages on the worst setup path as 1. OpenSTA, run right after detailed placement, puts the worst setup slack at 154 ps.

The count of vias placed by the detailed router is 445. The mapped cell area is roughly 480 sq um. The setup-violating endpoint count in the final report is 0. Among all stages on the critical path, the maximum delay recorded is 530 ps. The post-CTS resize count is 0. The pre-antenna-repair detailed-routing pass consisted of 4 iterations. The violation tally recorded at the end of detailed-routing iteration 0 is 10. The worst-case max-slew headroom was logged as 82.0%. The share of the core area taken by cells at floorplan is ~14%. The startpoint-to-endpoint class of the critical path is reg2out. The worst hold path class is in2async.

The flow ran to the end, and the final reports show no timing, DRC or antenna violations. The switching fraction of total power is 26.7%. The number of buffers added by the clock tree synthesis step is 3.

The cell at the slowest stage of the critical path is clkdlybuf4s50_1. The power report puts the leakage power at between 0.2 and 0.3 nW. In the Yosys report, the sequential cells make up a little over two fifths of the chip area. The post-synth register bit count is 8. TritonCTS built the clock tree. The clock latency on the worst-skew pair is 260 ps.

The report shows a maximum critical-path fanout of 6. The tightest hold path in the finished design has a slack of 340 ps. The worst-case vdd ir drop is 0.231 mV. The root buffer cell is clkbuf_4. Yosys reports a chip area of 475 sq um. For reference, the placement row count at floorplan is 21. The yosys cell count is 51. The end of the worst register-to-register path is state[0]. Cells with a size suffix above 1 make up 10.8% of the layout. Entering global routing, the biggest net connects 8 pins. The via count of the first global-routing pass is 466. The setup skew after layout is 2.26 ps. For this run the detailed placement stage logged an HPWL of ~1100 microns. The die span in x is about 80 microns. The vertical die size is 80 microns. The wire length of the first global-routing pass is 2240 microns. Looking at the max-slew report, the worst-margin pin has a slew of about 270 ps. Listed in order, past its start point the critical path passes clkdlybuf4s50_1.

Measured in cells, the most critical reg-to-reg path has a length of 4. The internal power contribution is between 0.3 and 0.4 mW. The final critical-path setup slack is 118 ps. The number of antenna violations at the first check in global routing was 0. The clock network is responsible for 29.4% of the overall power. The cell family with the largest share of critical-path delay is buffers and inverters. Synthesis instantiated 23 different standard cells from the library. Recorded from the global router log, the overflow total was 0.

The startpoint kind of the worst setup timing path is a flop. Per the timing report, the most critical flop-to-flop path originates at state[0]. Derived from the worst setup path, the maximum achievable clock frequency is 0.632 GHz. The kind of end point of the critical path is a primary output. The critical path endpoint has a required time of 1360 ps. The number of top-level pins is 19. The flow measured a signed area growth from synthesis to layout of 57.6%.

The power density over cell area is 709 nW/um^2. The number of hold buffers added after CTS was 0. Once detail routing completed, the nets flagged for antenna violations numbered 0. The level count of the clock H-tree is 1.

The total inserted antenna cells is 0. The final tally of hold violations is 0. The global placer's final weighted congestion is 0.846. Per the post-synthesis stats, the area per cell is just over 9 sq um. The script logs the mean routed wire length per placed instance as 10.9 microns. The net switching power in the latest report is 0.142 mW. The clock net sink count is 8.

The sequential cell fraction of total power is 45.9%. The DRC violation total left in the routed layout is recorded as 0. Per the layout report, the design carries approximately 390 filler cells. The count of input and output buffers is 18. The number of buffers on the longest clock path is 2. The data arrival time of the worst path is around 1200 ps.

The buffer and inverter count on the worst path is 1. The placeable core area is about 3400 sq um. Setup total negative slack on the finished layout was measured at 0 ps.
## cell usage after synthesis, drive strengths merged
| library cell | n | area, sq um |
|---|---|---|
| nand3b | 1 | 7.51 |
| a21oi | 4 | 23.8 |
| o21ai | 5 | 25.0 |
| nand2 | 8 | 30.0 |
| nand4 | 1 | 12.5 |
| nand3 | 2 | 10.0 |
| nor3b | 3 | 22.5 |
| nand4bb | 1 | 11.3 |
| nor2 | 4 | 15.0 |
| nand2b | 1 | 6.26 |
| edfxtp | 1 | 30.0 |
| mux2i | 1 | 10.0 |
| dfrtp | 7 | 175 |
| xor2 | 3 | 26.3 |
| ha | 1 | 12.5 |
| buf | 2 | 12.5 |
| nand4b | 1 | 8.76 |
| xnor2 | 2 | 17.5 |
| inv | 1 | 3.75 |
| o31ai | 2 | 15.0 |
## per-stage QoR
stage	std cells	total power [mW]	instance area (sq um)
final	120	0.532	749
after global routing	120	0.580	749
after CTS	120	0.542	749
after detailed placement	116	0.381	723
after global placement	116	0.379	723
after floorplan	51	0.296	475
## logic make-up (layout without fill, tap and decap cells)
| group | count (synthesis) | in the layout | synth area share (%) |
|---|---|---|---|
| multiplexers | 1 | 1 | 2.11 |
| adder cells (fa/ha/maj) | 1 | 1 | 2.63 |
| AND/OR/NAND/NOR | 22 | 22 | 26.1 |
| buffers and inverters | 3 | 26 | 3.42 |
| XOR/XNOR | 5 | 5 | 9.21 |
| flip-flops | 8 | 8 | 43.2 |
| AND-OR/OR-AND | 11 | 11 | 13.4 |
## routing by layer
metal / GRT usage, % / vias to the layer above / part of all wire [%]
met5: 0 / - / 0
met3: 2.16 / 0 / 7.4
li1: - / 226 / -
met2: 7.22 / 12 / 48
met4: 0.176 / 0 / 0
met1: 5.43 / 207 / 45
## layout by cell type (no fill, tap or decap)
cell type        instances
nand2_1                  8
a21oi_2                  1
nand3b_1                 1
clkbuf_1                 1
o21ai_1                  2
o21ai_0                  3
nor2_1                   4
nor3b_1                  3
nand4b_1                 1
nand3_1                  2
a21oi_1                  3
clkbuf_4                 3
nand2b_1                 1
clkdlybuf4s50_1         18
xor2_1                   3
xnor2_1                  2
ha_1                     1
mux2i_1                  1
nand4bb_1                1
nand4_2                  1
edfxtp_1                 1
inv_1                    1
o31ai_1                  2
dfrtp_1                  7
buf_4                    3
## flip-flops by register name, summed over array words and instances, names as in the netlist
name   cells
rco        1
state      7
## power by group through the flow
stage	combinational (mW)	sequential (mW)	clock, mW
CTS	0.134	0.244	0.163
global route	0.149	0.250	0.181
finish	0.131	0.244	0.156
## how the worst max path moves through the flow
stage | startpoint | endpoint | slack, ps
global route | state[2] | output_state[2] | 50
CTS | state[2] | output_state[2] | 90
finish | state[2] | output_state[2] | 120
## final cells by class
class,instances,area (sq um),area share (%)
inverter,1,3.75,0.501
clock buffer,4,26.3,3.51
sequential,8,205,27.4
tap,46,57.6,7.68
timing repair buffer,21,203,27.0
multi-input combinational,40,254,33.9
Power is estimated from default activity; no workload was simulated.
