### ./run.sh
#!/bin/bash
# OpenROAD 26Q1-2900-gdf79404cd8, Yosys 0.63+post, stock flow scripts
make -C /OpenROAD-flow-scripts/flow DESIGN_CONFIG=/design/flow/config.mk WORK_HOME=/design/flow/orfs finish
### ./config.mk
export PLATFORM = sky130hd
export DESIGN_NAME = Counter60
export DESIGN_NICKNAME = Counter60
export VERILOG_FILES = /design/flow/design.v
export SDC_FILE = /design/flow/constraint.sdc
export NUM_CORES = 4
export LEC_CHECK = 1
export CORE_AREA = 10 10 70 70
export DIE_AREA = 0 0 80 80
### ./constraint.sdc
current_design Counter60

set clk_period 2.0
set clk_io_pct 0.2

create_clock -name clk0 -period $clk_period [get_ports {clk}]

set non_clock_inputs [all_inputs -no_clocks]
set_input_delay [expr $clk_period * $clk_io_pct] -clock clk0 $non_clock_inputs
set_output_delay [expr $clk_period * $clk_io_pct] -clock clk0 [all_outputs]
### ./design.v
module Counter60 (
    output_state,
    rco,
    rst, en, clk, load,
    data
);
output wire[6:0] output_state;
output reg rco;                  
input wire rst, en, clk, load;    
input wire[6:0] data;        
reg[6:0] state;
always @(posedge clk or posedge rst) begin
    if(rst) begin
        state <= 7'b0000000;
    end
    else if(clk) begin
        if(!load) begin 
            if(en) begin
                if(state+1==60) begin 
                    state <= 7'b0000000; 
                    rco = 1;
                end
                else begin 
                    state <= state +1 ; 
                    rco = 0;
                end    
            end
            else begin
                state <= state;   
            end
        end
        else begin state <= data; end    
    end
end
assign output_state = state;
endmodule  
==> out/qor.csv <==
stage;metric;value;unit
die;die_h;80;µm
pwr;p_per_area;588;nW/µm²
grt;first_global_vias;486;
die;die_w;80;µm
detailed_routing;ant_nets;0;
yosys;syn_area_per_cell;8.76;µm²
outcome;status;finished clean;
critical_path;timing.rr.end;state[3];
final_timing;worst_pin_slew;0.365;ns
critical_path;required;1.60;ns
min_path;worstHoldPathType;in -> async;
clock_tree;cts_setup_buffers;0;
grt;grt_use_total;4.13;%
critical_path;path_cells;clkdlybuf4s50_1;
detailed_routing;totalWireLength;1280;µm
detailed_routing;drtIter0Drc;10;
clock_tree;cts_num_sinks;8;
yosys;synth_chip_area;482;µm²
placement;gp_congestion;0.805;
placement;post-place-cells;117;
yosys;ys_ff;8;
layout;drive_gt1_share;6.67;%
yosys;edf_count;1;
final_timing;slew_headroom;75.6;%
critical_path;crit_type;reg -> out;
critical_path;rr_worst_depth;5;
clock_tree;cts_made_buffers;3;
yosys;synth_seq_share;42.6;%
final_timing;fin_skew;0.00541;ns
yosys;ys.flop_type;dfrtp_1;
yosys;synth_stat.cells;55;
detailed_routing;viasPerCell;3.82;
final_timing;max_freq;599;MHz
final_timing;post-route-period-util;83.5;%
layout;layoutNonFillerInstCount;121;
critical_path;crit_fanout;9;
final_timing;fin_crit;1.67;ns
yosys;top_cells_by_count;9 x nand2_1, 7 x dfrtp_1, 6 x o21ai_0;
yosys;async_flop_share;87.5;%
pwr;ir_drop;0.172;mV
final_timing;final_max_slew_viol_count;0;
layout;syn_to_final_growth;53.5;%
yosys;ys_top_cells_by_area;dfrtp_1 36%, nand2_1 7.0%, nor2b_1 6.5%, o21ai_0 6.2%, edfxtp_1 6.2%;
critical_path;path_delay_family;buffers and inverters;
final_timing;fin_tns_setup;0;ns
critical_path;worst-path-stages;1;
final_timing;setup_viol;0;
yosys;synth.most_common_cell;nand2_1;
layout;final_util;21.6;%
die;io_pins;19;
pwr;p_leak;0.281;nW
detailed_routing;wl_per_cell;10.5;µm
critical_path;cp.arrival;1.27;ns
critical_path;ff2ff_setup_slack;0.50;ns
critical_path;timing.rr.start;state[0];
yosys;netlist_instances;55;
yosys;ys_types;24;
grt;grt_pass1_wl;2190;µm
die;initial_core_util;14.1;%
grt;grt_overflow;0;
clock_tree;cts.path.max_buffers;2;
job;warning_count;25;
yosys;yosys_warnings;1;
final_timing;rsz0062_at_grt;no;
clock_tree;cts_hold_buffers;0;
clock_tree;clk_pin_slew_worst_paths;0.05;ns
critical_path;crit_buf_inv;1;
clock_tree;clkLatencyLatePin;0.25;ns
critical_path;slowest_stage;clkdlybuf4s50_1;
detailed_routing;vias;462;
die;core;3420;µm²
yosys;top_area_cell;dfrtp_1;
detailed_routing;diodes;0;
die;placementRows;21;
placement;port_buffers;18;
clock_tree;tritoncts;done;
yosys;synth_top_area_share;36.4;%
critical_path;startpoint;state[2];
placement;place_hpwl;1080;µm
layout;fillCellCount;389;
clock_tree;cts_resized;0;
critical_path;crit_end;output_state[2];
job;drv.max_cap_violation_count;0;
grt;grt_start_max_net_pins;13;
detailed_routing;remaining_drc_errors;0;
critical_path;cp_slowest_stage_delay;0.53;ns
final_timing;hold_viol_final;0;
critical_path;cp-start-kind;flop;
detailed_routing;drt_pass1_iterations;4;
clock_tree;htree_levels;1;
grt;antenna_found_initial;0;
critical_path;worstSetupEndpointType;output pin;
final_timing;whs;0.409;ns
clock_tree;clockRootBuffer;clkbuf_4;
die;dieArea;6400;µm²
yosys;synth_area;482;µm²
==> cell type report <==
class / count / area, µm² / share of cell area (%)
multi-input cells: 42 / 255 / 34.5
clock buffers: 4 / 26.3 / 3.55
well taps: 46 / 57.6 / 7.78
flip-flops and latches: 8 / 205 / 27.7
repair buffers: 19 / 188 / 25.4
inverters: 2 / 7.51 / 1.02
==> worst min-delay path by stage <==
stage,to,slack [ns],depth (start not counted)
after global routing,state[0],0.47,2
final,state[1],0.41,2
after CTS,state[1],0.41,2
==> layer usage <==
| metal | global-route usage, % | vias up | part of all wire (%) |
|---|---|---|---|
| met5 | 0 | - | 0 |
| met4 | 1.23 | 0 | 2.1 |
| met3 | 0.682 | 2 | 5.9 |
| met2 | 6.58 | 19 | 48 |
| met1 | 5.56 | 202 | 44 |
| li1 | - | 239 | - |
==> flip-flops by register name, indices dropped and copies added (netlist names) <==
signal,flops
rco,1
state,7
==> kinds of logic (layout without fill, tap and decap cells) <==
| family | Yosys count | in the layout | synth area share, % |
|---|---|---|---|
| AOI/OAI and AO/OA | 14 | 14 | 16.9 |
| xor gates and xnor gates | 1 | 1 | 1.82 |
| adders and majority gates | 1 | 1 | 2.60 |
| buffers and inverters | 5 | 25 | 4.42 |
| DFF | 8 | 8 | 42.6 |
| muxes | 2 | 2 | 4.16 |
| and+or+nand+nor | 24 | 24 | 27.5 |
==> report_power, final <==
group	total, mW	internal [mW]	switching, mW
Combinational	0.103	0.0670	0.0358
Clock	0.127	0.0760	0.0509
Sequential	0.205	0.180	0.0248
==> layout by cell type, fill, tap and decap left out <==
cell type	count
clkdlybuf4s50_1	18
nand2_1	9
dfrtp_1	7
o21ai_0	6
nor2b_1	5
a21oi_1	3
nand4_1	3
clkbuf_4	3
mux2i_1	2
nand3_1	2
inv_1	2
and3_1	1
nor3b_2	1
a211oi_1	1
a31oi_1	1
o2111ai_1	1
nor2_1	1
nor3b_1	1
nand4b_1	1
o311ai_0	1
xor2_1	1
o21ai_1	1
ha_1	1
clkbuf_1	1
buf_4	1
edfxtp_1	1
==> metrics by stage <==
stage / setup WS, ns / total power, mW / cell area [µm²]
floorplan: 0.729 / 0.246 / 482
global placement: 0.289 / 0.312 / 713
detailed placement: 0.264 / 0.314 / 713
CTS: 0.309 / 0.444 / 739
global route: 0.270 / 0.465 / 739
finish: 0.331 / 0.435 / 739
Power is estimated from default activity; no workload was simulated.
