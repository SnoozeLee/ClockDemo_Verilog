==> design/flow/design.v <==
module BCD_7seg_100_ca (
    shiwei_out,
    gewei_out,
    num_in
);   
output wire[7:0] shiwei_out, gewei_out;
input [6:0] num_in;
reg[3:0] shiwei_value;
reg[3:0] gewei_value;
always @(num_in) begin
    shiwei_value = num_in/10;
    gewei_value = num_in%10;
end
BCD_7seg_decoder_ca shiweiModule(shiwei_out, shiwei_value);
BCD_7seg_decoder_ca geweiModule(gewei_out, gewei_value);
endmodule  
module BCD_7seg_decoder_ca (dula, num);
    input [3:0] num;
    output [7:0] dula; 
    reg [7:0] dula;
    always @(num) begin
        case(num[3:0]) 
            4'b0000 : dula[7:0] = 8'b10000001;
            4'b0001 : dula[7:0] = 8'b11001111;
            4'b0010 : dula[7:0] = 8'b10010010;
            4'b0011 : dula[7:0] = 8'b10000110;
            4'b0100 : dula[7:0] = 8'b11001100;
            4'b0101 : dula[7:0] = 8'b10100100;
            4'b0110 : dula[7:0] = 8'b10100000;
            4'b0111 : dula[7:0] = 8'b10001111;
            4'b1000 : dula[7:0] = 8'b10000000;
            4'b1001 : dula[7:0] = 8'b10000100;
            default: dula[7:0] = 2'hff;
        endcase
    end
endmodule
==> design/flow/run.sh <==
#!/bin/bash
# OpenROAD 26Q1-2900-gdf79404cd8, Yosys 0.63+post, stock flow scripts
make -C /OpenROAD-flow-scripts/flow DESIGN_CONFIG=/design/flow/config.mk WORK_HOME=/design/flow/orfs finish
==> design/flow/config.mk <==
export PLATFORM = sky130hd
export DESIGN_NAME = BCD_7seg_100_ca
export DESIGN_NICKNAME = BCD_7seg_100_ca
export VERILOG_FILES = /design/flow/design.v
export SDC_FILE = /design/flow/constraint.sdc
export NUM_CORES = 4
export LEC_CHECK = 1
export CORE_AREA = 10 10 73 73
export DIE_AREA = 0 0 83 83
==> design/flow/constraint.sdc <==
current_design BCD_7seg_100_ca

set clk_period 4.9
set clk_io_pct 0.2

create_clock -name clk0 -period $clk_period

set non_clock_inputs [all_inputs -no_clocks]
set_input_delay [expr $clk_period * $clk_io_pct] -clock clk0 $non_clock_inputs
set_output_delay [expr $clk_period * $clk_io_pct] -clock clk0 [all_outputs]
==> ci_impl_report.md <==
### Metrics collected by this job

| Metric | Value |
|---|---|
| Outcome | `finished, final reports clean` |
| Gr ovfl total | `0` |
| Drt via density | `4.76` |
| GP Congestion | `0.900` |
| Min-Delay Path Class | `in -> out` |
| Yosys chip area | `between 1000 and 1500 µm²` |
| Cells after synthesis | `~130` |
| Fin cells | `about 240` |
| Initial antenna violation count | `0` |
| Final setup margin | `around 0.090 ns` |
| Wire length of the first global-routing pass | `~4800 µm` |
| Fin crit period | `between 4 and 5 ns` |
| Final worst path period share | `between 90% and 100%` |
| Chip Area | `roughly 6900 µm²` |
| Final hold vios | `0` |
| Crit Path Max Fanout | `6` |
| Fmax achieved | `roughly 0.21 GHz` |
| Crit path DRT | `roughly 3.9 ns` |
| Leakage | `0.824 nW` |
| Pre-CTS setup slack | `-0.564 ns` |
| Die width | `a little over 80 µm` |
| RSZ-0062 raised after global routing | `yes` |
| Critical Path Sink Type | `output pin` |
| Tool warnings | `~42` |
| Mean cell area of the mapped netlist | `between 7 and 8 µm²` |
| Initial Util | `around 27%` |
| Pin count of the biggest net entering global routing | `14` |
| Detail Placement HPWL | `roughly 2200 µm` |
| TritonRoute pass-1 iters | `4` |
| Yosys stat cell total | `133` |
| Post-DRT Antenna Nets | `0` |
| Flip-flop and latch area | `0 µm²` |
| Vias in the first global route | `1019` |
| Leading area contributor after synthesis | `ha_1` |
| CLK BUF | `0` |
| Max Cap Viol | `0` |
| Residual DRC | `0` |
| Post-synth area hogs | `ha_1, mux2i_1, nand2_1` |
| Area share of the largest cell type after synthesis | `14.9%` |
| Layout cell share with drive strength beyond 1 | `43.3%` |
| Via count | `between 1k and 1.5k` |
| Slew @ Worst Pin | `between 0.3 and 0.4 ns` |
| Seq/Total Area, Yosys | `0%` |
| Synth warnings | `3` |
| Routed WL per cell | `12.0 µm` |
| Crit path arrival time | `3.83 ns` |
| GRT Total Usage | `under 10%` |
| Netlist cell types | `51` |
| Placed cell count | `229` |
| Area growth, synth to finish | `71.4%` |
| # IOs | `23` |
| Fin util | `46.2%` |
| Peak supply drop | `0.0000746 V` |
| Number of placement rows | `22` |
| Max Slew Vio Count | `0` |
| Diode count | `0` |
| Chip height | `between 80 and 90 µm` |
| Seq cells | `0` |
| Core box area | `approximately 3700 µm²` |
| Cell Area, Synth | `slightly above 1000 µm²` |
| Critical path class | `in -> out` |
| Critical Path Source Type | `primary input` |
| I/O Buffers | `23` |
| Max transition margin | `approximately three quarters` |
| DRT iter0 DRCs | `31` |
| Pwr dens | `~170 nW/µm²` |
| Routed WL | `slightly below 3000 µm` |
| Final setup vio count | `0` |
cells by family after synthesis:
| logic type | share of synthesized area [%] |
|---|---|
| AND/OR/NAND/NOR | 28.5 |
| AND-OR/OR-AND | 31.8 |
| buffers and inverters | 9.79 |
| adder cells (fa/ha/maj) | 14.9 |
| multiplexers | 11.5 |
| XOR/XNOR | 3.47 |
layout by cell type (no fill, tap or decap), types with 2 or more instances in the layout:
master	Yosys	layout
buf_4	1	40
nand2_1	11	11
clkdlybuf4s50_1	0	10
ha_1	12	8
buf_6	3	8
nor2_1	7	7
inv_1	7	7
a21oi_1	8	7
mux2i_1	6	6
nand2b_1	6	5
nand3_1	5	5
nor2b_1	4	4
o21ai_0	4	4
clkbuf_2	0	4
dlymetal6s2s_1	0	4
and2_1	4	3
and3_1	3	3
xnor2_1	4	3
ha_4	0	3
o21ai_2	1	2
inv_2	1	2
o211ai_1	2	2
a211oi_1	2	2
a211oi_2	2	2
a21oi_2	1	2
nand4b_1	2	2
o21ai_1	3	2
mux2_4	0	2
dlygate4sd2_1	0	2
per-layer routing:
| layer | wire [µm] | GRT usage [%] | part of all wire, % |
|---|---|---|---|
| met4 | 0 | 0 | 0 |
| met5 | 0 | 0 | 0 |
| met2 | 1220 | 11.7 | 42 |
| met1 | 1540 | 10.9 | 53 |
| met3 | 137 | 1.08 | 4.7 |
Yosys cell counts (all sizes together) (5+ instances only):
master   n
a21oi    9
nand2b   6
inv      8
mux2i    7
o21ai    9
ha      12
nand3    5
a211oi   5
nor2     8
nand2   11
buf      6
through the flow:
stage	total power [mW]	setup TNS (ns)	hold WS (ns)	instance area, µm²
floorplan	0.128	0	2.05	1010
finish	0.301	0	2.72	1730
detailed placement	0.245	-5.65	3.12	1490
global route	0.331	-0.342	2.78	1730
CTS	0.260	-0.662	3.04	1560
global placement	0.243	-5.04	3.12	1490
path summary, 6_finish.rpt:
kind                      start       endpoint  slack, ns  cells after the start
worst max-delay path  num_in[4]   gewei_out[2]       0.09                     16
worst min-delay path  num_in[6]  shiwei_out[3]       2.72                      5
power by group:
group | internal [mW] | switching [mW]
clock network | 0 | 0
registers | 0 | 0
logic | 0.180 | 0.121
total | 0.180 | 0.121
repair_timing:
action                                  CTS  global route
hold buffers                              0             0
buffers inserted                          5             9
endpoints found under the setup margin   16            15
pin swaps                                 9            13
gates resized                            20            41
area by class of cell:
class | instances | area (µm²)
Inverter | 9 | 33.8
Timing Repair Buffer | 70 | 603
Fill cell | 354 | 2010
Multi-Input combinational cell | 115 | 1030
Tap cell | 48 | 60.1
worst max-delay path: stages:
cell      delay [ns]
buf_8           0.10
nor2_4          0.10
inv_2           0.06
ha_4            0.29
nor4b_4         0.04
a211o_1         0.32
a211oi_4        0.38
mux2i_1         0.14
a211oi_2        0.31
ha_4            0.27
mux2i_4         0.19
buf_6           0.14
buf_6           0.09
mux2i_1         0.06
mux2_4          0.26
clkbuf_2        0.10
Power and IR drop assume default switching activity.
